### design/flow/config.mk
export PLATFORM = sky130hd
export DESIGN_NAME = MUX3
export DESIGN_NICKNAME = MUX3
export VERILOG_FILES = /design/flow/design.v
export SDC_FILE = /design/flow/constraint.sdc
export NUM_CORES = 4
export LEC_CHECK = 1
export CORE_AREA = 10 10 71 71
export DIE_AREA = 0 0 81 81
### design/flow/constraint.sdc
current_design MUX3

set clk_period 3.2
set clk_io_pct 0.2

create_clock -name clk0 -period $clk_period

set non_clock_inputs [all_inputs -no_clocks]
set_input_delay [expr $clk_period * $clk_io_pct] -clock clk0 $non_clock_inputs
set_output_delay [expr $clk_period * $clk_io_pct] -clock clk0 [all_outputs]
### design/flow/design.v
module datapath 
(
    input clock, reset, ALUSrc ,MemtoReg, PCSrc, RegWrite, 
    input [1:0] AuipcLui,
    input [31:0] Instruction, Read_data,
    input [3:0] ALU_operation,
    output [31:0] current_PC, ALU_result, Read_data2,
    output Zero
);
    logic [31:0] Immediate, next_PC, sum_adder1, effective_addr, Sum, ALU_B, Write_data_reg, Read_data1, ALU_A;
    ALU ALU (.ALU_operation(ALU_operation), .op1(ALU_A), .op2(ALU_B), .ALU_result(ALU_result), .Zero(Zero));
    banco_registros Registers (.CLK(clock), .RESET(reset), .ReadReg1(Instruction[19:15]), .ReadReg2(Instruction[24:20]), .WriteReg(Instruction[11:7]), .WriteData(Write_data_reg), .RegWrite(RegWrite), .ReadData1(Read_data1), .ReadData2(Read_data2));
    ImmGen ImmGen (.Instruction(Instruction), .Immediate(Immediate));
    register PC (.clock(clock), .reset(reset), .a(next_PC), .b(current_PC));
    adder #(.size(32)) adder1 (.a(current_PC), .b(32'd4), .res(sum_adder1));
    adder #(.size(32)) adder2 (.a(current_PC), .b(Immediate), .res(effective_addr));
    MUX #(.size(32)) muxPC (.a(sum_adder1), .b(effective_addr), .select(PCSrc), .res(next_PC));
    MUX #(.size(32)) muxALU_B (.a(Read_data2), .b(Immediate), .select(ALUSrc), .res(ALU_B));
    MUX #(.size(32)) muxtoReg (.a(ALU_result), .b(Read_data), .select(MemtoReg), .res(Write_data_reg));
    MUX3 #(.size(32)) muxALU_A (.a(current_PC), .b({32{1'b0}}), .c(Read_data1), .select(AuipcLui), .res(ALU_A));
endmodule:datapath
module ImmGen 
(
    input [31:0] Instruction,
    output logic [31:0] Immediate
);
always_comb begin
    case (Instruction[6:0])
        7'b0010011:  
            Immediate = {{20{Instruction[31]}},Instruction[31:20]};
        7'b0000011:  
            Immediate = {{20{Instruction[31]}},Instruction[31:20]};
        7'b0100011:  
            Immediate = {{20{Instruction[31]}},Instruction[31:25],Instruction[11:7]};
        7'b1100011:  
            Immediate = {{19{Instruction[31]}},Instruction[31],Instruction[7],Instruction[30:25],Instruction[11:8],1'b0};
        7'b0010111:  
            Immediate = {Instruction[31:12], {12{1'b0}}};
        7'b0110111:  
            Immediate = {Instruction[31:12], {12{1'b0}}};
        default: Immediate = {32{1'b0}};   
    endcase
end
endmodule:ImmGen
module register 
(
    input clock, reset,
    input [31:0] a,
    output logic [31:0] b
);
always_ff @(posedge clock or negedge reset)
    if (!reset)
        b <= {32{1'b0}};
    else
        b <= a;
endmodule:register
module MUX #(parameter size = 32) 
(
    input [size-1:0] a, b,
    input select,
    output [size-1:0] res
);
    assign res = (select)?b:a;  
endmodule:MUX
module MUX3 #(parameter size = 32) 
(
    input [size-1:0] a, b, c,
    input [1:0] select,
    output reg [size-1:0] res
);
    always_comb begin
        case(select)
            2'b00: res = a;
            2'b01: res = b;
            2'b10: res = c;
            default: res = c;
        endcase
    end 
endmodule:MUX3
module adder #(parameter size = 32) 
(
    input [size-1:0] a, b,
    output [size-1:0] res
);
    assign res = a+b;   
endmodule:adder
### design/flow/run.sh
#!/bin/bash
# OpenROAD 26Q1-2900-gdf79404cd8, Yosys 0.63+post, stock flow scripts
make -C /OpenROAD-flow-scripts/flow DESIGN_CONFIG=/design/flow/config.mk WORK_HOME=/design/flow/orfs finish
==> impl_results.html <==
<h3>Flow metrics</h3>
<table>
<tr><th>Metric</th><th>Value</th></tr>
<tr><th colspan="2">Status</th></tr>
<tr><td>Run status</td><td>finished, final reports clean</td></tr>
<tr><th colspan="2">Global route</th></tr>
<tr><td>Initial antenna violation count</td><td>0</td></tr>
<tr><td>First-pass GRT wire length</td><td>between 6 and 7 mm</td></tr>
<tr><td>Overflow left after global routing</td><td>0</td></tr>
<tr><td>Vias in the first global route</td><td>roughly 1,200</td></tr>
<tr><td>Overall track demand over capacity in global routing</td><td>a little under an eighth</td></tr>
<tr><td>Largest net degree at the start of global routing</td><td>33</td></tr>
<tr><th colspan="2">Final timing</th></tr>
<tr><td>Fin crit period</td><td>~2500 ps</td></tr>
<tr><td>Timing-limited maximum frequency</td><td>between 0.4 and 0.5 GHz</td></tr>
<tr><td># setup viols final</td><td>0</td></tr>
<tr><td>Relative slew slack</td><td>roughly three quarters</td></tr>
<tr><td>Worst-case setup margin in the final layout</td><td>741 ps</td></tr>
<tr><td>Setup repair after global routing missed its margin</td><td>false</td></tr>
<tr><td>Post-layout period usage of the worst path</td><td>about three quarters</td></tr>
<tr><td>Aggregate negative setup slack</td><td>0 ps</td></tr>
<tr><td>Final slew viol count</td><td>0</td></tr>
<tr><td>Transition time of the tightest slew-check pin</td><td>approximately 350 ps</td></tr>
<tr><td>Final hold viol count</td><td>0</td></tr>
<tr><th colspan="2">Drt</th></tr>
<tr><td>Number of DRC markers in iteration 0</td><td>29</td></tr>
<tr><td>Antenna fix cells</td><td>0</td></tr>
<tr><td>Via/cell ratio</td><td>4.22</td></tr>
<tr><td>Routed WL per cell</td><td>between 15 and 20 µm</td></tr>
<tr><td>Total vias in the final route</td><td>roughly 1,200</td></tr>
<tr><td>Routed WL</td><td>~4.2 mm</td></tr>
<tr><td>DRT Pass-1 Iters</td><td>2</td></tr>
<tr><td>Tally of nets with antenna violations remaining after routing</td><td>0</td></tr>
<tr><td>Post-route DRC</td><td>0</td></tr>
<tr><th colspan="2">Setup path</th></tr>
<tr><td>Crit path max-delay family</td><td>buffers and inverters</td></tr>
<tr><td>CP max FO</td><td>20</td></tr>
<tr><td>Category of the most critical setup path</td><td>in -&gt; out</td></tr>
<tr><td>Critical path data required time</td><td>2560 ps</td></tr>
<tr><td>Critical-path top delay cell</td><td>clkdlybuf4s50_1</td></tr>
<tr><td>CP Launch Type</td><td>input port</td></tr>
<tr><td>Type of element capturing the critical path</td><td>primary output</td></tr>
<tr><td>Combined buffer and inverter count along the critical path</td><td>3</td></tr>
<tr><td>CP Data Arrival Time</td><td>1820 ps</td></tr>
<tr><td>Worst-path cell chain</td><td>buf_2 -&gt; buf_4 -&gt; mux2i_1 -&gt; o21ai_1 -&gt; clkdlybuf4s50_1</td></tr>
<tr><td>Number of logic stages on the critical path including buffering</td><td>5</td></tr>
<tr><td>Slowest cell delay on critical path</td><td>~500 ps</td></tr>
<tr><th colspan="2">Die</th></tr>
<tr><td>Core region area</td><td>about 3600 µm²</td></tr>
<tr><td>Die width</td><td>slightly above 80 µm</td></tr>
<tr><td>Full die area</td><td>6560 µm²</td></tr>
<tr><td>Pre-placement core utilization</td><td>just under 20%</td></tr>
<tr><td>Placement row count</td><td>22</td></tr>
<tr><td>Num ports</td><td>between 100 and 150</td></tr>
<tr><td>Die H</td><td>approximately 81 µm</td></tr>
<tr><th colspan="2">Logic synthesis</th></tr>
<tr><td>Yosys stat area</td><td>approximately 700 µm²</td></tr>
<tr><td>Average cell area after synthesis</td><td>about 6.7 µm²</td></tr>
<tr><td>Unique cell types</td><td>8</td></tr>
<tr><td>Yosys Warn Count</td><td>1</td></tr>
<tr><td>Sequential element share of the synthesized area</td><td>0%</td></tr>
<tr><td>Netlist area before placement</td><td>between 700 and 800 µm²</td></tr>
<tr><td>Gate count of the mapped netlist</td><td>107</td></tr>
<tr><td>Post-synthesis cell count from yosys</td><td>around 110</td></tr>
<tr><th colspan="2">Worst hold path</th></tr>
<tr><td>Min-Delay Path Depth</td><td>5</td></tr>
<tr><td>Start point of the worst min-delay path</td><td>select[1]</td></tr>
<tr><td>Hold crit path type</td><td>in -&gt; out</td></tr>
<tr><td>Hold Path Sink</td><td>res[22]</td></tr>
<tr><th colspan="2">Flow run</th></tr>
<tr><td>Number of max-cap violations</td><td>0</td></tr>
<tr><td>Number of warning messages in the logs</td><td>32</td></tr>
<tr><th colspan="2">Finish</th></tr>
<tr><td>Count of fill cells added during filler insertion</td><td>roughly 320</td></tr>
<tr><td>Ratio of cells with drive above 1 in the final layout</td><td>3.48%</td></tr>
<tr><td>Synthesis-to-finish area growth</td><td>178%</td></tr>
<tr><td>Top Layout Cells</td><td>clkdlybuf4s50_1 (128), mux2i_1 (32), nand2_1 (32)</td></tr>
<tr><td>Commonest Layout Cell</td><td>clkdlybuf4s50_1</td></tr>
<tr><td>Storage cell area</td><td>0 µm²</td></tr>
<tr><td>Core occupancy in the finished layout</td><td>54.8%</td></tr>
<tr><td>Flip-flops</td><td>0</td></tr>
<tr><td>Number of clock buffer instances in the layout</td><td>0</td></tr>
<tr><th colspan="2">Clock network</th></tr>
<tr><td>Cell resize tally after clock tree synthesis</td><td>0</td></tr>
<tr><td>Number of hold buffers added after cts</td><td>0</td></tr>
<tr><td>Post-CTS repair timing setup buffer count</td><td>0</td></tr>
<tr><th colspan="2">Placed design</th></tr>
<tr><td>Number of input and output port buffers inserted</td><td>130</td></tr>
<tr><td>HPWL after detailed placement</td><td>3.77 mm</td></tr>
<tr><td>GPL Wtd Cong</td><td>0.828</td></tr>
<tr><td>Setup Slack @ Placement</td><td>733 ps</td></tr>
<tr><th colspan="2">Power and ir drop</th></tr>
<tr><td>Power, Total</td><td>258 µW</td></tr>
<tr><td>Leakage component of the power</td><td>approximately 0.83 nW</td></tr>
<tr><td>PwrDens</td><td>130 nW/µm²</td></tr>
<tr><td>Worst IR drop on VDD</td><td>approximately 71 µV</td></tr>
</table>
cells in the mapped netlist:
master,number,share of area [%]
o21ai_1,28,20
buf_2,7,4.9
mux2i_1,32,45
nand2_1,32,17
buf_6,1,1.6
buf_12,3,8.4
o21ai_0,2,1.4
o21ai_2,2,2.5
cell families (layout without fill, tap and decap cells):
family	Yosys count	in the layout	synth area share [%]
AND-OR/OR-AND	32	32	23.5
buffers and inverters	11	134	14.9
multiplexers	32	32	44.8
AND/OR/NAND/NOR	32	32	16.8
where the power goes:
| group | switching [mW] | leakage [nW] | internal (mW) |
|---|---|---|---|
| Combinational | 0.0657 | 0.831 | 0.193 |
| Sequential | 0 | 0 | 0 |
| Clock | 0 | 0 | 0 |
per-layer routing:
layer | vias to the layer above | part of all wire (%) | global-route usage (%)
li1 | 625 | - | -
met3 | 0 | 13 | 5.68
met2 | 59 | 52 | 21.1
met4 | 0 | 0 | 0
met1 | 490 | 35 | 12.2
met5 | - | 0 | 0
how the worst max path moves through the flow:
| stage | from | end | slack [ps] |
|---|---|---|---|
| 4_1_cts | select[0] | res[11] | 730 |
| 5_1_grt | select[0] | res[16] | 630 |
| 6_report | select[0] | res[11] | 740 |
per-stage QoR:
stage	cells	cell area [µm²]	hold WS (ps)
2_1_floorplan	107	714	1340
3_3_place_gp	278	1990	2150
3_5_place_dp	278	1990	2160
4_1_cts	278	1990	2160
5_1_grt	278	1990	2200
6_report	278	1990	2150
final cells by class:
cell class	count	area [µm²]	share of cell area [%]
Multi-Input combinational cell	96	608	30.6
Tap cell	48	60.1	3.02
Timing Repair Buffer	134	1320	66.4
Power and IR drop assume default switching activity.
