==> flow/design.v <==
module ALU (
    input [3:0] ALU_operation,
    input [31:0] op1,
    input [31:0] op2,
    output logic [31:0] ALU_result,
    output logic Zero
);
logic [31:0] auxSLT;
always_comb begin
	case (ALU_operation)
		4'b0000:  
			begin
				ALU_result = op1 + op2;
				auxSLT = 0;
			end
      4'b0001:   
			begin
				ALU_result = op1 - op2;
				auxSLT = 0;
			end
      4'b0010:   
			begin               
				auxSLT = op1-op2;      
            	if (auxSLT[31] == 1'b1)  
					ALU_result = 1;
            	else
               		ALU_result = 0;
			end             
		4'b0011:   
			begin
				auxSLT = 0;
				if(op1<op2)
					ALU_result = 1;
            	else
					ALU_result = 0;
         	end
      4'b0100:   
			begin
				ALU_result = op1 & op2;
				auxSLT = 0;
			end
      4'b0101:   
			begin
				ALU_result = op1 | op2;
				auxSLT = 0;
			end
      4'b0110:   
         	begin
				ALU_result = op1 ^ op2;
				auxSLT = 0;
			end
		default: begin ALU_result = 0; auxSLT = 0; end
	endcase
end
assign Zero = (ALU_result == 0)? 1:0; 
endmodule
==> flow/run.sh <==
#!/bin/bash
# OpenROAD 26Q1-2900-gdf79404cd8, Yosys 0.63+post, stock flow scripts
make -C /OpenROAD-flow-scripts/flow DESIGN_CONFIG=/design/flow/config.mk WORK_HOME=/design/flow/orfs finish
==> flow/config.mk <==
export PLATFORM = sky130hd
export DESIGN_NAME = ALU
export DESIGN_NICKNAME = ALU
export VERILOG_FILES = /design/flow/design.v
export SDC_FILE = /design/flow/constraint.sdc
export NUM_CORES = 4
export LEC_CHECK = 1
export CORE_UTILIZATION = 40
==> flow/constraint.sdc <==
current_design ALU

set clk_period 16.9
set clk_io_pct 0.2

create_clock -name clk0 -period $clk_period

set non_clock_inputs [all_inputs -no_clocks]
set_input_delay [expr $clk_period * $clk_io_pct] -clock clk0 $non_clock_inputs
set_output_delay [expr $clk_period * $clk_io_pct] -clock clk0 [all_outputs]
==> results.py <==
# Generated from Yosys and OpenROAD reports
metrics = {
    "detailed_routing": {
        "via_count": 6741,
        "first_pass_iters": 6,
        "via_per_inst": 6.08,
        "drt_iter0_drc": 494,
        "insertedDiodeCount": 0,
        "wire_per_inst_um": 19.5,
        "wl_um": 21600,
        "drc": 0,
        "drtAntennaViolNets": 0,
    },
    "clock_network": {
        "post_cts_resize_count": 0,
        "cts_setup_buffers": 0,
        "holdBufCountCts": 0,
    },
    "worst_setup_path": {
        "required_ns": 13.52,
        "setup.worst_path.end_class": "output pin",
        "start_kind": "input pin",
        "critPathMaxFanout": 9,
        "path_class": "input pin to output pin",
        "crit_arrival_ns": 8.34,
    },
    "power": {
        "cellPowerDensity_nw_per_um2": 33.2,
        "clockPowerShare_pct": 0,
        "power.leakage_nw": 3.06,
        "pwr-share-seq_pct": 0,
        "sw_frac_of_total_pct": 58.9,
        "ir_drop_mv": 0.0193,
        "switching_power_uw": 131,
        "p_int_uw": 91.7,
        "pwr-share-comb_pct": 100.0,
    },
    "job": {
        "tool_warnings": 105,
        "cap_viol_max_count": 0,
    },
    "place": {
        "hpwl_um": 17500,
        "gp_congestion": 0.985,
        "dp_cells": 1108,
        "port-buffer-count": 101,
        "detailedPlace.worstSlack_ns": 5.24,
    },
    "timing": {
        "finalHoldViolations": 0,
        "finalCriticalPeriod_ns": 11.72,
        "slew_violations": 0,
        "setup_viol": 0,
        "relSlewSlack_pct": 38.3,
        "hold-worst-slack_ns": 8.02,
        "clock.fmax_mhz": 85.4,
        "fin_crit_sh_pct": 69.3,
        "rsz0062_at_grt": "false",
        "tns_ns": 0,
        "setup_slack_ns": 5.18,
        "tightest_slew_ns": 0.920,
    },
    "floorplan": {
        "ios": 101,
        "fp_util_pct": 41.8,
        "die_y_um": 121,
        "num_rows": 42,
        "core-area_um2": 13500,
        "fp.dieW_um": 121,
        "die_area_um2": 14500,
    },
    "layout": {
        "clkbuf_count": 0,
        "fin_cells": 1108,
        "flops": 0,
        "regArea_um2": 0,
        "drive_gt1_share_pct": 3.86,
        "area_growth_pct": 19.5,
        "fillers": 1366,
    },
    "global_routing": {
        "grt_pass1_wl_um": 33600,
        "antenna_found_initial": 0,
        "gr-total-overflow": 0,
        "grt_pass1_vias": 6088,
        "grtUsageTotal_pct": 29.8,
        "grt_max_degree": 29,
    },
    "synthesis": {
        "synth_area_leader_cell": "ha_1",
        "synthCells": 868,
        "yosysChipArea_um2": 5630,
        "ys_types": 80,
        "synth_area_per_cell_um2": 6.48,
        "top_cell_area_share_pct": 23.4,
        "synth.cell_area_um2": 5630,
        "ys_cells": 868,
        "ys_warn_count": 1,
        "common_cells": "ha_1, inv_1, a21oi_1, nor2_1, nand2_1",
        "ys_seq_share_pct": 0,
        "area_leaders": "ha_1, a21oi_1, inv_1, nor2_1, o21ai_0",
        "most_common_cell": "ha_1",
    },
    "hold_path": {
        "hold_depth": 5,
        "hold_end": "ALU_result[28]",
        "hold_path_class": "input pin to output pin",
        "min_from": "op2[28]",
    },
    "outcome": {
        "status": "finished clean",
    },
}
==> metrics by stage <==
step                      instance area (um^2)  power (mW)  utilization (%)
after floorplan                           5630       0.136                -
after global placement                    6720       0.220             50.0
after detailed placement                  6720       0.219             50.0
after CTS                                 6720       0.220             50.0
after global routing                      6720       0.244             50.0
final                                     6720       0.223             50.0
==> worst max-delay path by stage <==
stage	end	slack (ns)	from
CTS	Zero	5.21	op1[2]
global route	Zero	4.80	op1[4]
finish	Zero	5.18	op1[4]
==> cell usage in the layout (no fill, tap or decap), types with 3 or more instances in the layout <==
cell type and instances:
ha_1 105, a211o_1 4, or3_1 5, buf_4 9, a211oi_1 19, nand2_1 73
o22ai_1 5, a21o_1 12, nand4_1 16, nor2b_1 6, nor4b_2 3, o21ai_0 59
o211a_1 3, and3_1 8, o31ai_1 18, and2_1 5, nor3_1 26, nand2_2 3
or4_1 7, a21boi_0 4, a221oi_1 16, mux2i_1 9, nand2b_1 7, a2111oi_0 4
o211ai_1 14, o21a_1 10, or2_2 4, nor2_1 79, o2111ai_1 5, xnor2_1 10
inv_1 99, o21bai_1 6, nor4_1 13, a31oi_1 9, clkdlybuf4s50_1 101, a21oi_1 80
nand3_1 23, a22oi_1 3
==> worst max-delay path, cell delays in order <==
cell,delay (ns)
clkdlybuf4s50_1,0.51
inv_1,0.06
ha_1,0.47
inv_1,0.16
a221oi_1,0.60
a211oi_1,0.24
a211oi_1,0.80
o21ai_0,0.21
a221oi_1,0.36
nor2_1,0.16
nor4_1,0.21
nor4b_2,0.26
nand3_1,0.15
nor4b_2,0.25
clkdlybuf4s50_1,0.50
==> area by class of cell <==
cell class                      instances  area [um^2]  area share, %
Inverter                              100          375           5.58
Multi-Input combinational cell        722         5050           75.1
Tap cell                              176          220           3.28
Timing Repair Buffer                  110         1080           16.0
==> kinds of logic after synthesis <==
family | after synthesis | share of synthesized area, %
muxes | 11 | 2.00
buffers and inverters | 146 | 10.4
AOI/OAI and AO/OA | 302 | 36.0
xor gates and xnor gates | 11 | 1.71
adders and majority gates | 107 | 24.1
and+or+nand+nor | 291 | 25.8
==> metal layers <==
metal	global-route usage (%)	vias to the layer above	routed length [um]
li1	-	3292	-
met2	48.2	308	9830
met4	6.17	0	434
met5	0	-	0
met1	43.0	3107	9800
met3	2.70	34	1480
==> power by group through the flow <==
stage	combinational [mW]	clock (mW)	sequential, mW
6_report	0.223	0	0
4_1_cts	0.220	0	0
5_1_grt	0.244	0	0
Power figures rest on the tool's default switching activity, not on a simulated workload.
